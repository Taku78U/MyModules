[/design/flow/run.sh]
#!/bin/bash
# OpenROAD 26Q1-2900-gdf79404cd8, Yosys 0.63+post, stock flow scripts
make -C /OpenROAD-flow-scripts/flow DESIGN_CONFIG=/design/flow/config.mk WORK_HOME=/design/flow/orfs finish
[/design/flow/config.mk]
export PLATFORM = sky130hd
export DESIGN_NAME = DCFIFO_CONT
export DESIGN_NICKNAME = DCFIFO_CONT
export VERILOG_FILES = /design/flow/design.v
export SDC_FILE = /design/flow/constraint.sdc
export NUM_CORES = 4
export LEC_CHECK = 1
export CORE_UTILIZATION = 50
export SYNTH_MEMORY_MAX_BITS = 65536
[/design/flow/constraint.sdc]
current_design DCFIFO_CONT

set clk_period 160.8
set clk_io_pct 0.2

create_clock -name clk0 -period $clk_period [get_ports {RCLK}]
create_clock -name clk1 -period $clk_period [get_ports {WCLK}]

set non_clock_inputs [all_inputs -no_clocks]
set_input_delay [expr $clk_period * $clk_io_pct] -clock clk0 $non_clock_inputs
set_output_delay [expr $clk_period * $clk_io_pct] -clock clk0 [all_outputs]
[/design/flow/design.v]
`default_nettype none
module DCFIFO_CONT
  #(parameter DW = 27,
    parameter FIFO_LEN_LOG = 8,
    parameter RD_THR = 8,  
    parameter EN_BIT = 25
  )
  (input  wire WCLK,
   input  wire RCLK,
   input  wire RST_X,
   input  wire FRST,  
   input  wire wen,     
   input  wire [DW-1:0] din,
   output wire [DW-1:0] dot
   );
  reg  [DW-1:0] dot_reg;
  localparam FIFO_LEN = 1 << FIFO_LEN_LOG;
  reg [DW-1:0] mem [0:FIFO_LEN-1];
  reg [FIFO_LEN_LOG:0] wrptr, rdptr;
  wire [FIFO_LEN_LOG-1:0] wradr, rdadr;
  assign wradr = wrptr[FIFO_LEN_LOG-1:0];
  assign rdadr = rdptr[FIFO_LEN_LOG-1:0];
  wire wwen;  
  TRPL_FF_snc_pos wrsnc (WCLK, RST_X, wen & ~FRST, wwen);
  reg val_pre, val_pre_b;  
  always @(posedge WCLK or negedge RST_X) begin
    if(~RST_X) begin
      val_pre <= 1'b0;
      val_pre_b <= 1'b0;
    end else begin
      val_pre <= din[EN_BIT];
      val_pre_b <= val_pre;
    end
  end
  wire enq;
  assign enq = wwen & ((din[EN_BIT] == 1'b1) | (val_pre == 1'b1) | (val_pre_b == 1'b1));
  wire rden;  
  wire F_RRST;
  TRPL_FF_snc_neg rdsnc (RCLK, RST_X, enq, rden);
  TRPL_FF_snc_neg rdsnc_f (RCLK, RST_X, FRST, F_RRST);
  reg [6:0] rtcnt;
  reg [6:0] fincnt;
  reg [2:0] rdstate;
  localparam INI_RDSTATE = 0;
  localparam WARMUP = 1;  
  localparam INIRD = 3;  
  localparam RDNOW = 2;
  localparam FIN_THR = 9;
  always @(negedge RCLK or negedge RST_X) begin
    if(~RST_X) begin
      rdstate <= INI_RDSTATE;
    end else if(RRST) begin
      rdstate <= INI_RDSTATE;
    end else begin
      case(rdstate)
        INI_RDSTATE: begin
          if(rden) begin
            rdstate <= WARMUP;
          end
        end
        WARMUP: begin
          if(rtcnt >= RD_THR) begin
            rdstate <= INIRD;
          end
        end
        INIRD: begin
          rdstate <= RDNOW;
        end
        RDNOW: begin
          if(dot_reg[EN_BIT] == 1'b0) begin
            rdstate <= INI_RDSTATE;
          end
        end
        default: begin
          rdstate <= INI_RDSTATE;
        end
      endcase
    end
  end
  always @(negedge RCLK or negedge RST_X) begin
    if(~RST_X) begin
      rtcnt <= 0;
    end else if((rdstate == WARMUP) & (rtcnt < RD_THR)) begin
      rtcnt <= rtcnt + 1;
    end else if(RRST) begin
      rtcnt <= 0;
    end else begin
      rtcnt <= 0;
    end
  end
  wire deq;
  assign deq = (rdstate == RDNOW) | (rdstate == INIRD);
  wire RRST;
  assign RRST = ((rdstate == RDNOW) & (dot_reg[EN_BIT] == 1'b0)) | F_RRST;  
  always @(posedge WCLK or negedge RST_X) begin
    if(~RST_X) begin
      wrptr <= 0;
    end else if(enq) begin
      wrptr <= wrptr + 1;
    end else begin
      wrptr <= 0;
    end
  end
  always @(posedge WCLK) begin
    if(enq) begin
      mem[wradr] <= din;
    end
  end
  always @(negedge RCLK or negedge RST_X) begin
    if(~RST_X) begin
      rdptr <= 0;
    end else if(RRST) begin
      rdptr <= 0;
    end else if(deq) begin
      rdptr <= rdptr + 1;
    end
  end
  always @(negedge RCLK) begin
    if(~RST_X) begin
      dot_reg <= 0;
    end else if(deq) begin
      dot_reg <= mem[rdadr];
    end
  end
  assign dot[DW-1:EN_BIT+1] = dot_reg[DW-1:EN_BIT+1];
  assign dot[EN_BIT] = dot_reg[EN_BIT] & (rdstate == RDNOW);
  assign dot[EN_BIT-1:0] = dot_reg[EN_BIT-1:0];
endmodule
`default_nettype wire
`default_nettype none
module TRPL_FF_snc_neg
 (input  wire CLK, RST_X,
  input  wire din,  
  output reg  dot);
  reg aff, bff;
  always @(negedge CLK or negedge RST_X) begin
    if(~RST_X) begin
      aff <= 1'b0;
      bff <= 1'b0;
      dot <= 1'b0;
    end else begin
      aff <= din;
      bff <= aff;
      dot <= bff;
    end
  end
endmodule
`default_nettype wire
`default_nettype none
module TRPL_FF_snc_pos
 (input  wire CLK, RST_X,
  input  wire din,  
  output reg  dot);
  reg aff, bff;
  always @(posedge CLK or negedge RST_X) begin
    if(~RST_X) begin
      aff <= 1'b0;
      bff <= 1'b0;
      dot <= 1'b0;
    end else begin
      aff <= din;
      bff <= aff;
      dot <= bff;
    end
  end
endmodule
`default_nettype wire
==> results.txt <==
Physical design

The count of unresolved DRC violations after routing stands at 0. Max fanout on the critical path was recorded as 43. Per the detail_route report, the via count comes to 134574.

The most critical setup path has its startpoint at RST_X. The post-detailed-placement cell area stands at 282000 um^2. The final setup skew stands at 82.1 ps. The number of hold buffers added after CTS stands at 0. The effective utilization at floorplan stands at 50.3%. The clock-pin transition on the worst setup and hold timing paths stands at about 60 ps. In this run the static leakage power is 91.2 nW. The overall routed net length stands at 821000 um. In the layout the commonest cells are sky130_fd_sc_hd__edfxtp_1, sky130_fd_sc_hd__mux4_2, sky130_fd_sc_hd__mux2i_1, sky130_fd_sc_hd__buf_4, sky130_fd_sc_hd__clkbuf_16. The stage-log warning count stands at 65. The analysis reports a worst IR drop on VDD of about 0.012 mV. The horizontal extent of the die stands at 735 um.

The clock net in this run drives a total of 6977 sinks. The initial antenna violation count is approximately 74. The total power density per cell area stands at 12.1 nW/um^2. The routed length per placed instance stands at 38.8 um.

The largest net degree at the start of global routing stands at 132. The count of endpoints failing setup in the final report stands at 0. Yosys reported a register bit count of 6977.

In the synthesis report, Yosys lists the chip area as 268000 um^2. The number of DRC markers after the initial detailed-route iteration stands at 9326. The pin slew with the least headroom to its limit stands at 1480 ps. The via count of the first global-routing pass stands at around 150k. Per the synthesis report, the number of distinct cell types is 93. The combined area of all synthesized cells stands at roughly 270000 um^2. The final max-slew violation count stands at 0.

The overall die height stands at ~730 um. For this run, the leading register cell type out of synthesis is sky130_fd_sc_hd__edfxtp_1. The final count of hold timing violations stands at 0. The iteration tally of the first detailed-router pass stands at 6. The total congestion overflow stands at 0. Buffers added to address setup during post-CTS repair amount to 0.

The worst register-to-register path begins at mem[167][26]$_DFFE_PP_. The number of vias per cell after detailed routing stands at approximately 6.4. Looking at the reg2reg group, the worst path ends at dot_reg[26]$_SDFFE_NN0P_. The register with the most flip-flops in the layout has 6912 of them.

For this run, the number of Yosys warnings is 3. The number of I/O pins stands at 59. The accumulated negative setup slack stands at 0 ps. The signal arrival time at the worst endpoint stands at 35130 ps. STA classifies the critical path endpoint as a register.

The sequential fraction of the synthesis area stands at slightly below 80%. The count of nets left with antenna violations after detail routing stands at 0. After its last routability iteration, the placer logged a weighted congestion of 0.976. As logged by OpenROAD, the buffers inserted on ports number 57. The worst hold path belongs to the class register to register. Measured against its own limit, the worst slew margin works out to less than 1%. The standard cell core area stands at 533000 um^2. Per the run report, area growth between synthesis and finish was 13.3%. The instance count of the mapped netlist stands at 12444.

The finished cells cover 304000 um^2. In the setup report, the worst path falls into the class input pin to register. The most critical setup path has its endpoint at dot_reg[24]$_SDFFE_NN0P_. The die covers 540000 um^2. The cell total in the yosys stat output stands at 12444.

The HPWL reported at the end of detailed placement stands at 485000 um. The worst setup path is launched from an input pin. The critical path endpoint has a required time of 80740 ps. The number of placement rows stands at 268. Per the synth stats, the proportion of register bits with asynchronous set or reset is 0.545%. For reference, the post-synthesis area per instance comes to 21.6 um^2.

In this run, synthesis inferred 6912 flip-flops with an integrated enable. Counting only logic cells after layout, the most numerous master is sky130_fd_sc_hd__edfxtp_1. The max-capacitance violation count stands at 0. The run finished with clean final reports. Global routing used 34.7% of the available tracks.

The number of gates resized after CTS was 0. The depth of the most critical reg-to-reg path stands at 6. The total chip power stands at 0.00369 W. Setup repair after global routing left no endpoint under its margin.

The wire length of the first global-routing pass stands at 1130000 um. The layout cell share with drive strength beyond 1 stands at about 25%. TritonCTS built the clock tree. The register-to-register setup slack stands at 76160 ps.
==> worst min-delay path by stage <==
stage / endpoint / slack, ps / startpoint / depth (start not counted)
global route: rdsnc.bff$_DFF_NN0_ / 310 / rdsnc.aff$_DFF_NN0_ / 0
CTS: rdsnc.bff$_DFF_NN0_ / 310 / rdsnc.aff$_DFF_NN0_ / 0
finish: rdsnc.bff$_DFF_NN0_ / 310 / rdsnc.aff$_DFF_NN0_ / 0
==> metrics by stage <==
stage / hold slack, ps / setup WS, ps / utilization, % / std cells
floorplan: 292 / 46750 / - / 12446
finish: 309 / 45600 / 57.0 / 21163
global route: 315 / 45600 / 57.0 / 21128
detailed placement: 308 / 45370 / 52.8 / 19770
CTS: 308 / 45770 / 57.0 / 21069
global placement: 306 / 45460 / 52.8 / 19770
==> worst max-delay path, cell delays in order <==
cell,delay [ps]
sky130_fd_sc_hd__buf_2,80
sky130_fd_sc_hd__buf_4,510
sky130_fd_sc_hd__and3_1,620
sky130_fd_sc_hd__o21ai_0,250
sky130_fd_sc_hd__a311oi_1,280
sky130_fd_sc_hd__nand3_1,140
sky130_fd_sc_hd__nor4_2,830
sky130_fd_sc_hd__a221o_1,220
==> power by group <==
group          switching, W  internal [W]
clock              0.000691      0.000889
combinational     0.0000713     0.0000361
sequential      0.000000890       0.00200
==> layer usage <==
layer | routed length (um) | vias up | track usage [%]
met5 | 8470 | - | 14.1
met4 | 44800 | 164 | 13.6
met3 | 194000 | 1831 | 35.0
met2 | 356000 | 11513 | 45.0
met1 | 218000 | 66649 | 36.5
li1 | - | 54417 | -
==> Yosys cell counts (51+ instances only) <==
master	instances	area share [%]
sky130_fd_sc_hd__a211oi_1	98	0.27
sky130_fd_sc_hd__a21oi_1	121	0.23
sky130_fd_sc_hd__a22oi_1	202	0.57
sky130_fd_sc_hd__buf_2	203	0.38
sky130_fd_sc_hd__buf_4	134	0.37
sky130_fd_sc_hd__buf_6	106	0.44
sky130_fd_sc_hd__clkbuf_1	184	0.26
sky130_fd_sc_hd__edfxtp_1	6912	77
sky130_fd_sc_hd__mux2i_1	865	3.2
sky130_fd_sc_hd__mux4_2	1323	11
sky130_fd_sc_hd__nand2_1	276	0.39
sky130_fd_sc_hd__nand3_1	100	0.19
sky130_fd_sc_hd__nand4_1	65	0.15
sky130_fd_sc_hd__nor2_1	485	0.68
sky130_fd_sc_hd__nor3_1	135	0.25
sky130_fd_sc_hd__nor4_1	51	0.12
sky130_fd_sc_hd__o21ai_0	131	0.24
sky130_fd_sc_hd__o221ai_1	143	0.47
sky130_fd_sc_hd__o22ai_1	270	0.63
==> logic make-up after synthesis <==
family | count (synthesis) | share of synthesized area, %
simple gates | 1289 | 2.25
buf+inv | 745 | 1.90
flops | 6977 | 77.9
mux | 2252 | 14.9
compound gates | 1162 | 2.99
other cells | 1 | 0.00140
xor+xnor | 11 | 0.0359
fa+ha+maj | 7 | 0.0326
==> final cells by class <==
cell class	instances	area (um^2)
Clock buffer	870	18400
Tap cell	7155	8950
Clock inverter	430	3830
Antenna cell	94	235
Sequential cell	6977	209000
Timing Repair Buffer	904	7210
Fill cell	37383	229000
Inverter	9	52.6
Multi-Input combinational cell	4724	56300
No activity file was given, so power comes from the tool's default toggle rates.
