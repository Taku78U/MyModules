==> flow/design.v <==
`default_nettype none
module RX_RECV
  #(parameter CLK_FREQ = 10,     
    parameter BAUDRATE = 9600,   
    parameter SLOOP_MAX = CLK_FREQ*1000*1000/BAUDRATE,
    parameter DW = 8
  )
  (input  wire CLK,
   input  wire RST_X,
   input  wire RX,
   output wire [DW-1:0] dot,
   output wire valid);
  reg [DW-1+2:0] RXD;
  reg [2:0] shreg;
  always @(posedge CLK or negedge RST_X) begin
    if(~RST_X) begin
      shreg <= 3'b111;
    end else begin
      shreg <= {shreg[1:0], RX};
    end
  end
  wire start;
  reg busy;
  assign start = ~busy & (shreg[2:1] == 2'b10);
  wire fin;  
  always @(posedge CLK or negedge RST_X) begin
    if(~RST_X) begin
      busy <= 1'b0;
    end else begin
      if(start) begin
        busy <= 1'b1;
      end else if(fin) begin
        busy <= 1'b0;
      end
    end
  end
  reg [31:0] cnt;  
  wire samp;  
  assign samp = busy & (cnt == 0);
  always @(posedge CLK or negedge RST_X) begin
    if(~RST_X) begin
      cnt <= 0;
    end else if(start) begin
      cnt <= (SLOOP_MAX >> 1);
    end else if(samp) begin
      cnt <= SLOOP_MAX;
    end else if(busy) begin
      cnt <= cnt - 1;
    end else begin
      cnt <= 0;
    end
  end
  always @(posedge CLK or negedge RST_X) begin
    if(~RST_X) begin
      RXD <= 0;
    end else if(samp) begin
      RXD <= {shreg[2], RXD[DW-1+2:1]};
    end
  end
  reg [4:0] bcnt;  
  always @(posedge CLK or negedge RST_X) begin
    if(~RST_X) begin
      bcnt <= 0;
    end else if(samp) begin
      bcnt <= bcnt + 1;
    end else if(busy) begin
      bcnt <= bcnt;
    end else begin
      bcnt <= 0;
    end
  end
  assign fin = (bcnt == 9) & samp;
  reg fin_reg;  
  always @(posedge CLK or negedge RST_X) begin
    if(~RST_X) begin
      fin_reg <= 1'b0;
    end else begin
      fin_reg <= fin;
    end
  end
  reg valid_reg;
  reg [DW-1:0] dot_reg;
  always @(posedge CLK or negedge RST_X) begin
    if(~RST_X) begin
      valid_reg <= 1'b0;
      dot_reg <= 0;
    end else if(fin_reg & (RXD[0] === 1'b0) & (RXD[DW-1+2] == 1'b1)) begin
      valid_reg <= 1'b1;
      dot_reg <= RXD[DW:1];
    end else begin
      valid_reg <= 1'b0;
      dot_reg <= dot_reg;
    end
  end
  assign valid = valid_reg;
  assign dot = dot_reg;
endmodule
`default_nettype wire
`default_nettype none
module SERT_VER
  #(parameter DW = 8,
    parameter RD_LEN = 5,
    parameter WR_LEN = 6,
    parameter RD_LEN_T = 8,
    parameter WR_LEN_T = 8,
    parameter SLOOP_MAX = 100
    )
  (input  wire CLK, RST_X,
   input  wire RX,
   output wire TX);
  wire rxvalid;
  wire [DW-1:0] RXDOT;
  wire [DW-1:0] data [0:RD_LEN_T-1];
  assign data[0] = "V";
  assign data[1] = "E";
  assign data[2] = "R";
  assign data[3] = 8'h0d;  
  assign data[4] = 8'h0a;  
  assign data[5] = 0;
  assign data[6] = 0;
  assign data[7] = 0;
  wire [DW-1:0] wdata [0:WR_LEN_T-1];
  assign wdata[0] = "V";
  assign wdata[1] = "1";
  assign wdata[2] = ".";
  assign wdata[3] = "0";
  assign wdata[4] = 8'h0d;  
  assign wdata[5] = 8'h0a;  
  assign wdata[6] = 0;
  assign wdata[7] = 0;
  reg [2:0] rdptr;  
  reg send_inst;  
  always @(posedge CLK or negedge RST_X) begin
    if(~RST_X) begin
      rdptr <= 0;
      send_inst <= 1'b0;
    end else begin
      if(rxvalid & (data[rdptr] == RXDOT) & (rdptr >= RD_LEN-1)) begin  
        rdptr <= 0;
        send_inst <= 1'b1;
      end else if(rxvalid & (data[rdptr] == RXDOT) & (rdptr < RD_LEN)) begin
        rdptr <= rdptr + 1;
        send_inst <= 1'b0;
      end else if(rxvalid & (data[rdptr] != RXDOT)) begin  
        rdptr <= 0;
        send_inst <= 1'b0;
      end else begin
        rdptr <= rdptr;
        send_inst <= 1'b0;
      end
    end
  end
  reg send_inst_wr;
  wire txrdy;
  wire txfin;
  always @(posedge CLK or negedge RST_X) begin
    if(~RST_X) begin
      send_inst_wr <= 1'b0;
    end else if(send_inst) begin
      send_inst_wr <= 1'b1;
    end else if(txfin) begin  
      send_inst_wr <= 1'b0;
    end
  end
  reg [2:0] wrptr;
  wire wen;
  wire [DW-1:0] din;
  assign wen = send_inst_wr & txrdy;
  assign txfin = wen & (wrptr >= WR_LEN - 1);
  always @(posedge CLK or negedge RST_X) begin
    if(~RST_X) begin
      wrptr <= 0;
    end else begin
      if(wen & (wrptr >= WR_LEN - 1)) begin
        wrptr <= 0;
      end else if(wen & (wrptr < WR_LEN - 1)) begin
        wrptr <= wrptr + 1;
      end else if(send_inst_wr) begin
        wrptr <= wrptr;
      end else begin
        wrptr <= 0;
      end
    end
  end
  assign din = wdata[wrptr];
  TX_SEND #(.SLOOP_MAX(SLOOP_MAX), .DW(DW))
  txm (CLK, RST_X, wen, din, txrdy, TX);
  RX_RECV #(.SLOOP_MAX(SLOOP_MAX), .DW(DW))
  rxm (CLK, RST_X, RX, RXDOT, rxvalid);
endmodule
`default_nettype wire
`default_nettype none
module TX_SEND
  #(parameter CLK_FREQ = 10,     
    parameter BAUDRATE = 9600,   
    parameter SLOOP_MAX = CLK_FREQ * 1000 * 1000 / BAUDRATE,
    parameter DW = 8
   )
  (input  wire CLK,
   input  wire RST_X,
   input  wire wen,
   input  wire [DW-1:0] din,
   output wire rdy,
   output wire TX
   );
  reg [DW-1:0] TXD;
  wire start;
  assign start = rdy & wen;
  reg TX_reg;
  reg [31:0] cnt;  
  reg [4:0] bcnt;  
  reg [4:0] scnt;  
  reg busy;
  assign rdy = ~busy;
  wire fin;
  wire samp = busy & (cnt == 0);
  always @(posedge CLK or negedge RST_X) begin
    if(~RST_X) begin
      busy <= 1'b1;
    end else if(start) begin
      busy <= 1'b1;
    end else if(fin) begin
      busy <= 1'b0;
    end
  end
  always @(posedge CLK or negedge RST_X) begin
    if(~RST_X) begin
      cnt <= 0;
    end else if(start | samp) begin
      cnt <= SLOOP_MAX - 1;
    end else if(busy) begin
      cnt <= cnt - 1;
    end
  end
  assign fin = samp & (scnt >= DW + 1);
  always @(posedge CLK or negedge RST_X) begin
    if(~RST_X) begin
      TX_reg <= 1'b1;
      TXD <= {DW{1'b1}};
      scnt <= 0;
    end else if(start) begin
      TX_reg <= 1'b0;
      TXD <= din;
      scnt <= 0;
    end else if(samp & (scnt < DW)) begin
      TX_reg <= TXD[0];
      TXD    <= {1'b1, TXD[DW-1:1]};
      scnt   <= scnt + 1;
    end else if(samp & (scnt == DW)) begin
      TX_reg <= 1'b1;
      scnt <= scnt + 1;
    end else if(samp & (scnt >= DW + 1)) begin  
      TX_reg <= 1'b1;
      scnt <= 0;
    end
  end
  reg TX_ff;
  always @(posedge CLK or negedge RST_X) begin
    if(~RST_X) begin
      TX_ff <=  1'b1;
    end else begin
      TX_ff <= TX_reg;
    end
  end
  assign TX = TX_ff;
endmodule
`default_nettype wire
==> flow/run.sh <==
#!/bin/bash
# OpenROAD 26Q1-2900-gdf79404cd8, Yosys 0.63+post, stock flow scripts
make -C /OpenROAD-flow-scripts/flow DESIGN_CONFIG=/design/flow/config.mk WORK_HOME=/design/flow/orfs finish
==> flow/config.mk <==
export PLATFORM = sky130hd
export DESIGN_NAME = SERT_VER
export DESIGN_NICKNAME = SERT_VER
export VERILOG_FILES = /design/flow/design.v
export SDC_FILE = /design/flow/constraint.sdc
export NUM_CORES = 4
export LEC_CHECK = 1
export CORE_UTILIZATION = 50
==> flow/constraint.sdc <==
current_design SERT_VER

set clk_period 10.5
set clk_io_pct 0.2

create_clock -name clk0 -period $clk_period [get_ports {CLK}]

set non_clock_inputs [all_inputs -no_clocks]
set_input_delay [expr $clk_period * $clk_io_pct] -clock clk0 $non_clock_inputs
set_output_delay [expr $clk_period * $clk_io_pct] -clock clk0 [all_outputs]
==> ci_impl_report.md <==
## Synthesis and layout report

| Metric | Value |
|---|---|
| # IOs | `4` |
| Post-CTS setup buffers | `0` |
| Root buf cell | `clkbuf_16` |
| Crit path max-delay family | `flip-flops` |
| Critical-path maximum fanout | `1` |
| Min Tclk post-route | `3.46 ns` |
| Cell Pwr Density | `212 nW/um^2` |
| WP buf/inv | `1` |
| First-pass GRT wire length | `roughly 18 mm` |
| Distinct lib cells | `a little under 60` |
| RSZ-0062 raised after global routing | `no` |
| Achievable Freq | `~0.29 GHz` |
| Commonest flop | `dfrtp_1` |
| Worst Tran Pin Value | `between 0.6 and 0.7 ns` |
| Final Max Tran Viols | `0` |
| Biggest registers after layout | `rxm.cnt x32, txm.cnt x32, rxm.RXD x10` |
| Fp util | `0.512` |
| Share of cells above drive strength 1 | `0.125` |
| Final period util | `0.329` |
| Die height | `110 um` |
| Post-Syn Area | `5840 um^2` |
| CP required | `approximately 8.4 ns` |
| Slowest-stage cell, CP | `dfstp_2` |
| Initial antenna violation count | `0` |
| Largest net degree at the start of global routing | `between 40 and 50` |
| Critical Path Start | `txm.TX_ff` |
| CTS Buf Count | `17` |
| Clock transition at path regs | `0.05 ns` |
| Critical path type | `reg -> out` |
| Fillcell total | `roughly 960` |
| DR DRC count | `0` |
| DRT antenna net count | `0` |
| Starting DRT DRC Count | `265` |
| Clk buf depth | `2` |
| Yosys warning count | `3` |
| Routed length on met3 | `between 200 and 300 um` |
| Post-Place Cells | `approximately 730` |
| Top Layer Used | `met4` |
| Synth Seq Share | `0.504` |
| Status | `complete, no violations` |
| GRT Util Overall | `0.197` |
| Via count | `4130` |
| FF-to-FF Start | `rxm.cnt[0]` |
| Skew-Pair Late Insertion Delay | `0.41 ns` |
| Syn Area/Cell | `9.84 um^2` |
| Yosys cell count | `594` |
| DR WL met2 | `around 4.7 mm` |
| Die area | `around 12000 um^2` |
| Critical path endpoint | `TX` |
| Worst Hold Slack | `~0.36 ns` |
| CP peak stage delay | `~0.5 ns` |
| Worst slack, placed | `7.38 ns` |
| Synthesized instance count | `594` |
| Syn-to-layout area delta | `14.3%` |
| Max Cap Viol | `0` |
| GPL Wtd Cong | `0.787` |
| Yosys Chip Area | `between 5000 and 6000 um^2` |
| Setup Total Neg Slack | `0 ns` |
| Ant diodes | `0` |
| TritonCTS clock tree | `built` |
| Instance count on the critical path | `1` |
| Hold Fails Final Rpt | `0` |
| Tool warnings | `35` |
| Setup ws final | `7.04 ns` |
| Final Non-Filler Cells | `761` |
| Worst vdd ir | `193 uV` |
| Resized Gates After CTS | `0` |
| Skew final | `0.00587 ns` |
| RR Endpoint | `rxm.RXD[4]` |
| # hold bufs at CTS | `0` |
| DR vias/cell | `5.43` |
| Ys flops | `between 100 and 150` |
| H-tree Lvls | `4` |
| Post-detail-place hpwl | `6.73 mm` |
| Gr ovfl total | `0` |
| Clk sinks | `between 100 and 150` |
| Met1 wire length | `5.39 mm` |
| Detailed Route WL | `10.5 mm` |
| Number of buffers added on ports | `3` |
| Slew headroom | `0.536` |
| Hold Path Class | `reg -> reg` |
| Leak | `3.14 nW` |
| R2r setup slk | `7.43 ns` |
| Vias in the first global route | `3966` |
| Final setup viols | `0` |
| WP data arrival | `1.36 ns` |
| Crit path cell chain | `clkdlybuf4s50_1` |
| Asr flop ratio synth | `1.00` |
| Core Area | `11400 um^2` |
| DRT Pass-1 Iters | `4` |
| Worst Reg-to-Reg Cells | `7` |
| Die width | `110 um` |
| WL/cell | `13.8 um` |
| Critical Path Sink Type | `output port` |
| Core Rows | `39` |
| EDFF count, synth | `0` |
| CP startpoint kind | `flip-flop` |
layout make-up:
| class | count | area [um^2] | share of cell area |
|---|---|---|---|
| Sequential cell | 117 | 2950 | 0.441 |
| Multi-Input combinational cell | 440 | 2760 | 0.413 |
| Clock buffer | 23 | 478 | 0.0715 |
| Tap cell | 143 | 179 | 0.0268 |
| Clock inverter | 9 | 173 | 0.0258 |
| Inverter | 21 | 78.8 | 0.0118 |
| Timing Repair Buffer | 8 | 65.1 | 0.00974 |
cell usage after synthesis, types with 4 or more instances:
cell type / count / share of area
dfrtp_1: 103 / 0.44
nor2_1: 80 / 0.051
nand2_1: 64 / 0.041
xnor2_1: 49 / 0.073
nor4_1: 31 / 0.033
nor3_1: 27 / 0.023
a21oi_1: 22 / 0.019
inv_1: 19 / 0.012
o21ai_0: 19 / 0.016
ha_1: 18 / 0.039
dfstp_2: 14 / 0.063
or3_1: 13 / 0.014
clkbuf_1: 10 / 0.0064
mux2_2: 10 / 0.019
xor2_1: 9 / 0.013
nand2b_1: 7 / 0.0075
nand3_1: 7 / 0.0060
or4_1: 7 / 0.0090
nor2b_1: 6 / 0.0064
or2_2: 6 / 0.0064
nand4_1: 5 / 0.0054
and3_1: 4 / 0.0043
logic make-up after synthesis:
logic type | share of synthesized area
flops | 0.504
compound gates | 0.0803
mux | 0.0244
buf+inv | 0.0244
fa+ha+maj | 0.0385
xor+xnor | 0.0869
simple gates | 0.241
worst min path at each step:
stage	start	to	slack [ns]	cells past startpoint
4_1_cts	rxm.shreg[0]	rxm.shreg[1]	0.36	0
5_1_grt	rxm.shreg[0]	rxm.shreg[1]	0.36	0
6_report	rxm.shreg[0]	rxm.shreg[1]	0.36	0
layer usage:
| layer | GRT usage | vias to the layer above |
|---|---|---|
| li1 | - | 2110 |
| met1 | 0.316 | 1981 |
| met2 | 0.301 | 34 |
| met3 | 0.0425 | 5 |
| met4 | 0.0207 | 0 |
| met5 | 0 | - |
per-stage QoR:
step,cell area (um^2),power [mW],utilization
floorplan,5840,0.734,-
global placement,6030,0.786,0.528
detailed placement,6030,0.789,0.528
CTS,6680,1.43,0.585
global route,6680,1.49,0.585
finish,6680,1.41,0.585
cell usage in the layout, fill, tap and decap left out, types with 3 or more instances in the layout:
cell | synthesis | layout
a211oi_1 | 3 | 3
a21boi_0 | 3 | 3
a21oi_1 | 22 | 22
a31oi_1 | 3 | 3
and2_1 | 3 | 3
and3_1 | 4 | 4
buf_4 | 0 | 6
bufinv_16 | 0 | 5
clkbuf_1 | 10 | 3
clkbuf_16 | 0 | 17
clkbuf_8 | 0 | 3
clkinv_2 | 0 | 3
dfrtp_1 | 103 | 103
dfstp_2 | 14 | 14
ha_1 | 18 | 18
inv_1 | 19 | 19
mux2_2 | 10 | 10
mux2i_1 | 3 | 3
nand2_1 | 64 | 64
nand2b_1 | 7 | 7
nand3_1 | 7 | 7
nand3b_1 | 3 | 3
nand4_1 | 5 | 5
nor2_1 | 80 | 80
nor2b_1 | 6 | 6
nor3_1 | 27 | 27
nor4_1 | 31 | 30
o21ai_0 | 19 | 19
o22ai_1 | 3 | 3
o31a_1 | 3 | 3
o31ai_1 | 3 | 3
or2_2 | 6 | 6
or3_1 | 13 | 13
or4_1 | 7 | 7
xnor2_1 | 49 | 49
xor2_1 | 9 | 9
report_power, final:
| part | internal [mW] | total, mW | leakage (nW) | switching (mW) |
|---|---|---|---|---|
| registers | 0.500 | 0.550 | 1.56 | 0.0499 |
| clock network | 0.438 | 0.629 | 0.317 | 0.191 |
| logic | 0.0996 | 0.235 | 1.26 | 0.136 |
| total | 1.04 | 1.41 | 3.14 | 0.376 |
Power and IR drop assume default switching activity.
