===== flow/run.sh =====
#!/bin/bash
# OpenROAD 26Q1-2900-gdf79404cd8, Yosys 0.63+post, stock flow scripts
make -C /OpenROAD-flow-scripts/flow DESIGN_CONFIG=/design/flow/config.mk WORK_HOME=/design/flow/orfs finish

===== flow/config.mk =====
export PLATFORM = sky130hd
export DESIGN_NAME = SINGLE_CH_DCFIFO_S
export DESIGN_NICKNAME = SINGLE_CH_DCFIFO_S
export VERILOG_FILES = /design/flow/design.v
export SDC_FILE = /design/flow/constraint.sdc
export NUM_CORES = 4
export LEC_CHECK = 1
export CORE_UTILIZATION = 30

===== flow/constraint.sdc =====
current_design SINGLE_CH_DCFIFO_S

set clk_period 4.5
set clk_io_pct 0.2

create_clock -name clk0 -period $clk_period [get_ports {CLK}]

set non_clock_inputs [all_inputs -no_clocks]
set_input_delay [expr $clk_period * $clk_io_pct] -clock clk0 $non_clock_inputs
set_output_delay [expr $clk_period * $clk_io_pct] -clock clk0 [all_outputs]

===== flow/design.v =====
`timescale 1ns / 1ps
`default_nettype none
module SDCFIFO_REG
  #(parameter DW = 32,
    parameter LEN_LOG = 2,  
    parameter LEN = 1 << LEN_LOG)
 (input  wire WCLK, RCLK, RST_X,
  input  wire WRST, RRST,
  input  wire enq, deq,
  input  wire [DW-1:0] din,
  output wire [DW-1:0] dot
  );
  reg [DW-1:0] mem [0:LEN-1];
  reg  [LEN_LOG-1:0] wadr;
  wire [LEN_LOG-1:0] wadr_t;
  assign wadr_t = wadr[LEN_LOG-1:0];
  reg  [LEN_LOG-1:0] radr;
  wire [LEN_LOG-1:0] radr_t;
  assign radr_t = radr[LEN_LOG-1:0];
  always @(posedge WCLK or negedge RST_X) begin
    if(~RST_X) begin
      wadr <= 0;
    end else if(WRST) begin
      wadr <= 0;
    end else if(enq) begin
      wadr <= wadr + 1;
    end
  end
  always @(posedge WCLK) begin
    if(enq) begin
      mem[wadr_t] <= din;
    end
  end
  always @(negedge RCLK or negedge RST_X) begin
    if(~RST_X) begin
      radr <= 0;
    end else if(RRST) begin
      radr <= 0;
    end else if(deq) begin
      radr <= radr + 1;
    end
  end
  assign dot = mem[radr_t];
endmodule
`default_nettype wire
`default_nettype none
module SINGLE_CH_DCFIFO_S
  #(parameter DW = 27,
    parameter LEN_LOG = 2,
    parameter RD_THR = 13'd4300
    )
  (input  wire CLK, RST_X,
   input  wire FRST,  
   input  wire sel,  
   input  wire [DW-1:0] din,
   output wire [DW-1:0] dot);
  reg wsel;
  always @(posedge CLK or negedge RST_X) begin
    if(~RST_X) begin
      wsel <= 1'b0;
    end else begin
      wsel <= sel & ~FRST;
    end
  end
  reg rden_ffa;
  reg rden_ffb;
  reg rden_ffc;
  always @(negedge CLK or negedge RST_X) begin
    if(~RST_X) begin
      rden_ffa <= 1'b0;
      rden_ffb <= 1'b0;
      rden_ffc <= 1'b0;
    end else begin
      rden_ffa <= wsel;
      rden_ffb <= rden_ffa;
      rden_ffc <= rden_ffb;
    end
  end
  wire rden;
  assign rden = rden_ffc;
  wire [DW-1:0] dot_w;
  reg  [DW-1:0] dot_reg;  
  SDCFIFO_REG #(.DW(DW), .LEN_LOG(LEN_LOG))
  dcpnc (.WCLK(CLK), .RCLK(CLK), .RST_X(RST_X), .WRST(~wsel), .RRST(~rden),
         .enq(wsel), .deq(rden),
         .din(din), .dot(dot_w));
  always @(negedge CLK or negedge RST_X) begin
    if(~RST_X) begin
      dot_reg <= 0;
    end else if(~rden) begin
      dot_reg <= 0;
    end else if(rden) begin
      dot_reg <= dot_w;
    end
  end
  assign dot = dot_reg;
endmodule
`default_nettype wire

==> report_table.html <==
<h3>Flow metrics</h3>
<table>
<tr><th>Metric</th><th>Value</th></tr>
<tr><th colspan="2">CTS</th></tr>
<tr><td>CTS clk-pin slew, worst paths</td><td>0.04 ns</td></tr>
<tr><td>Cts repair resizes</td><td>0</td></tr>
<tr><td>Count of hold-fix buffers inserted at cts</td><td>0</td></tr>
<tr><td>Clock sink total</td><td>143</td></tr>
<tr><td>TritonCTS buffer count</td><td>17</td></tr>
<tr><td>Root buffer selected by CTS</td><td>clkbuf_16</td></tr>
<tr><td>Level count of the clock H-tree</td><td>4</td></tr>
<tr><td>CTS tree</td><td>yes</td></tr>
<tr><td>Clock latency at the later pin of the worst-skew pair</td><td>0.41 ns</td></tr>
<tr><td>CTS Buffer Depth</td><td>2</td></tr>
<tr><td>Setup fix buffers added after clock tree synthesis</td><td>0</td></tr>
<tr><th colspan="2">Drt</th></tr>
<tr><td>Number of remaining DRC errors</td><td>0</td></tr>
<tr><td>DRT iter0 DRCs</td><td>104</td></tr>
<tr><td>Count of antenna-violating nets left after detailed routing</td><td>0</td></tr>
<tr><td>Final wirelength</td><td>8780 um</td></tr>
<tr><td>Via count</td><td>2,374</td></tr>
<tr><td>Detailed-router iteration count before antenna repair</td><td>4</td></tr>
<tr><td>Vias per cell</td><td>4.25</td></tr>
<tr><td>Number of antenna diodes</td><td>0</td></tr>
<tr><td>Wirelength per Cell</td><td>15.7 um</td></tr>
<tr><th colspan="2">Synth</th></tr>
<tr><td>Mux contribution to synthesized area</td><td>10.6%</td></tr>
<tr><td>Area reported by Yosys stat</td><td>5090 um^2</td></tr>
<tr><td>Most repeated cell in the gate-level netlist after synthesis</td><td>edfxtp_1</td></tr>
<tr><td>Yosys warning count</td><td>2</td></tr>
<tr><td>Synth Seq Share</td><td>81.0%</td></tr>
<tr><td>Share of the synthesized area in the top cell type</td><td>63.7%</td></tr>
<tr><td>Top cell type by total area after synthesis</td><td>edfxtp_1</td></tr>
<tr><td>Post-synth top cells</td><td>108 x edfxtp_1, 54 x mux2i_1, 32 x dfrtn_1</td></tr>
<tr><td>Number of distinct library cells after synthesis</td><td>17</td></tr>
<tr><td>Fraction of the mapped netlist area in simple logic gates</td><td>1.18%</td></tr>
<tr><td>Post-synth design cell area</td><td>5090 um^2</td></tr>
<tr><td>Total of flip-flops plus latches after synthesis</td><td>143</td></tr>
<tr><td>Top area cells in the synthesized netlist</td><td>edfxtp_1 64%, dfrtn_1 16%, mux2i_1 11%</td></tr>
<tr><td>Average cell area after synthesis</td><td>20.1 um^2</td></tr>
<tr><td>Xor and xnor area share after synthesis</td><td>0.172%</td></tr>
<tr><td>Mapped Cells</td><td>253</td></tr>
<tr><td>Dominant kind of combinational cell</td><td>multiplexers</td></tr>
<tr><td>Dominant synthesized flop cell</td><td>edfxtp_1</td></tr>
<tr><td>AO/OA Area Share</td><td>3.32%</td></tr>
<tr><td>Count of library flops with an enable pin</td><td>108</td></tr>
<tr><td>Post-synthesis async set-or-reset flop share</td><td>24.5%</td></tr>
<tr><td>Adder-cell area share of the yosys netlist</td><td>0.984%</td></tr>
<tr><td>Number of cell instances after yosys synthesis</td><td>253</td></tr>
<tr><th colspan="2">Global route</th></tr>
<tr><td>Total Routing Usage GR</td><td>11.2%</td></tr>
<tr><td>Via count of the first global-routing pass</td><td>2,447</td></tr>
<tr><td>Global routing met1 resource utilization</td><td>16.1%</td></tr>
<tr><td>Met3 Resource Use GR</td><td>4.40%</td></tr>
<tr><td>Global route total overflow</td><td>0</td></tr>
<tr><td>Largest net degree at the start of global routing</td><td>32</td></tr>
<tr><td>Global-route wire length before repair</td><td>13,600 um</td></tr>
<tr><td>Global route hottest layer</td><td>met2</td></tr>
<tr><td>Number of antenna violations at the first check in global routing</td><td>0</td></tr>
<tr><td>Met2 global-route usage</td><td>17.4%</td></tr>
<tr><th colspan="2">Timing</th></tr>
<tr><td>Post-route worst setup slack</td><td>0.109 ns</td></tr>
<tr><td>Post-Route Setup TNS</td><td>0 ns</td></tr>
<tr><td>Hold Fails Final Rpt</td><td>0</td></tr>
<tr><td>Final Skew</td><td>0.0262 ns</td></tr>
<tr><td>Worst hold slack</td><td>0.291 ns</td></tr>
<tr><td>Setup repair after global routing missed its margin</td><td>false</td></tr>
<tr><td>Setup violations, final</td><td>0</td></tr>
<tr><td>Slew headroom</td><td>44.9%</td></tr>
<tr><td>Slew of the pin with the lowest slew margin</td><td>0.826 ns</td></tr>
<tr><td>Final count of pins violating max slew</td><td>0</td></tr>
<tr><th colspan="2">Finish</th></tr>
<tr><td>Number of filler cells placed in the layout</td><td>1,494</td></tr>
<tr><td>MI comb area</td><td>836 um^2</td></tr>
<tr><td>Max FFs per register</td><td>108</td></tr>
<tr><td>FF+latch area</td><td>4120 um^2</td></tr>
<tr><td>Fraction of final layout cells sized beyond drive strength 1</td><td>12.7%</td></tr>
<tr><td>Layout-stage area growth over the synthesis result</td><td>26.6%</td></tr>
<tr><th colspan="2">Setup path</th></tr>
<tr><td>Data required time of the worst path</td><td>3.60 ns</td></tr>
<tr><td>Highest-delay cell along the critical path</td><td>clkdlybuf4s50_1</td></tr>
<tr><td>Crit path kind</td><td>reg2out</td></tr>
<tr><td>Delay of the slowest cell on the worst path</td><td>0.46 ns</td></tr>
<tr><td>Buf/Inv on CP</td><td>1</td></tr>
<tr><td>Crit path launch</td><td>dot_reg[14]</td></tr>
<tr><td>Maximum net fanout on the critical path</td><td>1</td></tr>
<tr><td>Instance count on the critical path</td><td>1</td></tr>
<tr><td>CP Launch Type</td><td>register</td></tr>
<tr><td>Launching point of the worst reg2reg path</td><td>dcpnc.mem[2][26]</td></tr>
<tr><td>Arrival time of the worst setup path</td><td>3.49 ns</td></tr>
<tr><td>Category of the worst setup path capture point</td><td>output port</td></tr>
<tr><td>Cells on worst reg2reg path</td><td>2</td></tr>
<tr><td>Cell family with most CP delay</td><td>buffers and inverters</td></tr>
<tr><td>Cell-by-cell listing of the critical path</td><td>clkdlybuf4s50_1</td></tr>
<tr><th colspan="2">Floorplanning</th></tr>
<tr><td>Chip Height</td><td>132 um</td></tr>
<tr><td>Placement Rows</td><td>47</td></tr>
<tr><td>Die extent in x</td><td>132 um</td></tr>
<tr><td>Placeable core region</td><td>16,600 um^2</td></tr>
<tr><td>Total Die Area</td><td>17,500 um^2</td></tr>
<tr><td>Top-Level Pins</td><td>58</td></tr>
<tr><td>Starting density of the core</td><td>30.7%</td></tr>
<tr><th colspan="2">Flow run</th></tr>
<tr><td>OpenROAD warning count</td><td>28</td></tr>
<tr><td>Max-cap violations</td><td>0</td></tr>
<tr><th colspan="2">Pwr</th></tr>
<tr><td>Peak ir drop on the vdd network</td><td>247 uV</td></tr>
<tr><td>Pleak</td><td>2.20 nW</td></tr>
<tr><td>Power per cell area</td><td>453 nW/um^2</td></tr>
<tr><td>Overall power of the completed layout</td><td>0.00292 W</td></tr>
<tr><th colspan="2">Min path</th></tr>
<tr><td>Startpoint of the tightest hold check path</td><td>rden_ffb</td></tr>
<tr><td>Worst hold path type</td><td>reg2reg</td></tr>
<tr><td>Hold-critical path depth</td><td>0</td></tr>
<tr><th colspan="2">Placed design</th></tr>
<tr><td>Pre-CTS setup slack</td><td>0.514 ns</td></tr>
<tr><td>Last weighted congestion value of the routability-driven placer</td><td>0.689</td></tr>
<tr><td>Buffers on Ports</td><td>57</td></tr>
<tr><td>Half-perimeter wire length of the detailed placement result</td><td>5060 um</td></tr>
<tr><th colspan="2">Status</th></tr>
<tr><td>Result of the run</td><td>finished, final reports clean</td></tr>
</table>
## worst register-to-register path, stage by stage, from the launching register on
cell and delay, ns:
edfxtp_1 0.36, mux2i_1 0.15, o22ai_1 0.13
## cell usage in the layout (no fill, tap or decap)
master and count:
buf_4 8, o22ai_1 27, clkinvlp_4 5, nor2b_1 2
dfrtn_1 32, and2_1 2, nand2b_2 1, clkinv_2 1
dfrtp_1 3, and2_2 4, mux2i_1 54, inv_1 3
bufinv_16 2, clkinv_4 4, nand2_1 1, buf_2 1
clkinv_1 2, clkbuf_1 1, clkbuf_16 17, xor2_1 1
edfxtp_1 108, ha_1 4, clkdlybuf4s50_1 56
## power by group
part / total (W) / internal, W / switching [W]
clock network: 0.00133 / 0.000812 / 0.000517
logic: 0.000123 / 0.0000649 / 0.0000585
registers: 0.00147 / 0.00146 / 0.00000840
## kinds of logic after synthesis
family | after synthesis
AND-OR/OR-AND | 27
XOR/XNOR | 1
adder cells (fa/ha/maj) | 4
buffers and inverters | 14
flip-flops | 143
multiplexers | 54
AND/OR/NAND/NOR | 10
## metal layers
metal  wire [um]  share of wire (%)
met1        3720                 42
met2        4260                 49
met3         643                7.3
met4         157                1.8
met5           0                  0
## cell type report
type	count	share of cell area, %
multi-input cells	96	13.0
flip-flops and latches	143	63.9
clock buffers	18	6.66
clock inverters	14	2.25
repair buffers	65	9.71
well taps	220	4.27
inverters	3	0.175
## worst paths after layout
check,end,slack (ns)
setup / recovery,dot[14],0.11
hold / removal,rden_ffc,0.29
setup reg to reg,dot_reg[26],1.38
hold reg to reg,rden_ffc,0.29
max in group asynchronous,dot_reg[7],1.43
min in group asynchronous,dcpnc.wadr[0],0.70
## per-stage QoR
stage / cells / area [um^2] / util, %
2_1_floorplan: 253 / 5090 / -
3_3_place_gp: 527 / 5870 / 35.4
3_5_place_dp: 527 / 5870 / 35.4
4_1_cts: 559 / 6440 / 38.8
5_1_grt: 559 / 6440 / 38.8
6_report: 559 / 6440 / 38.8
Power is estimated from default activity; no workload was simulated.
